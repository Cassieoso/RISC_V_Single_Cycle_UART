$ cat /design/flow/design.v
module PCH (
    input clk, reset, MemWrite,
	 input [31:0] HADDR,
	 input [31:0] HRDATA_IN_GPIO, HRDATA_IN_INSTR_MEMORY, HRDATA_IN_DATA_MEMORY,
	 input [7:0] HRDATA_IN_UART,
	 input [31:0] HWDATA_IN,
	 input HRDATA_IN_UART_BUSY, HRDATA_IN_UART_READY,
	 output reg enable_LEDS, enable_SWITCHES, enable_MemWrite, enable_SendTx, reset_UART_READY,
    output reg [31:0] HRDATA_OUT_Instr,HRDATA_OUT_Data, HWDATA_OUT
    );
localparam DATA_MEMORY			= 3'b000;
localparam LEDS					= 3'b001;
localparam SWITCHES				= 3'b010;
localparam INSTR_MEMORY			= 3'b011;
localparam UART_TX				= 3'b100;
localparam UART_RX				= 3'b101;
localparam UART_BUSY				= 3'b110;  
localparam UART_READY			= 3'b111;  
reg [2:0] pheripherals;
always @*
	begin
		if(HADDR == 'h10010024)
			pheripherals = 3'b001;
		else if(HADDR == 'h10010028)
			pheripherals = 3'b010;
		else if(HADDR == 'h1001002C)			 
			pheripherals = 3'b100;
		else if(HADDR == 'h10010030)			 
			pheripherals = 3'b101;
		else if(HADDR == 'h10010034)			 
			pheripherals = 3'b110;
		else if(HADDR == 'h10010038)			 
			pheripherals = 3'b111;
		else if(HADDR > 'h1000FFFF)			 
			pheripherals = 3'b000;
		else
			pheripherals = 3'b011;
	end
always@*
    begin
		if(reset)
			begin
            HRDATA_OUT_Instr = 32'b0;
				HRDATA_OUT_Data = 32'b0;
				reset_UART_READY	= 1'b1;
				enable_LEDS = 1'b0;
				enable_SWITCHES = 1'b0;
				enable_MemWrite = 1'b0;
				enable_SendTx = 1'b0;
				HWDATA_OUT = 'h0;
			end
        else
			case(pheripherals)
				LEDS:
				begin
					enable_LEDS 		= 1'b1;
					enable_SWITCHES 	= 1'b0;
					enable_MemWrite	= MemWrite;
					enable_SendTx		=	1'b0;
					reset_UART_READY	= 1'b0;
					HRDATA_OUT_Instr = HRDATA_IN_INSTR_MEMORY;
					HRDATA_OUT_Data = 'h0;
					HWDATA_OUT = HWDATA_IN;
				end
				SWITCHES:
				begin
					enable_LEDS 		= 1'b0;
					enable_SWITCHES 	= 1'b1;
					enable_MemWrite	= MemWrite;
					enable_SendTx		=	1'b0;
					reset_UART_READY	= 1'b0;
					HRDATA_OUT_Instr = HRDATA_IN_INSTR_MEMORY;
					HRDATA_OUT_Data = HRDATA_IN_GPIO;
					HWDATA_OUT = 'h0;
				end
				INSTR_MEMORY:
				begin
					enable_LEDS 				= 1'b0;
					enable_SWITCHES 			= 1'b1;
					enable_MemWrite			= MemWrite;
					enable_SendTx				=	1'b0;
					reset_UART_READY			= 1'b0;
					HRDATA_OUT_Instr = HRDATA_IN_INSTR_MEMORY;
					HRDATA_OUT_Data = 'h0;
					HWDATA_OUT = 'h0;
				end
				DATA_MEMORY:
				begin
					enable_LEDS 				= 1'b0;
					enable_SWITCHES 			= 1'b1;
					enable_MemWrite			= MemWrite;
					enable_SendTx				=	1'b0;
					reset_UART_READY			= 1'b0;
					HRDATA_OUT_Instr = HRDATA_IN_INSTR_MEMORY;
					HRDATA_OUT_Data = HRDATA_IN_DATA_MEMORY;
					HWDATA_OUT = 'h0;
				end
				UART_TX:
				begin
					enable_LEDS 		= 1'b0;
					enable_SWITCHES 	= 1'b1;
					enable_MemWrite	= MemWrite;
					enable_SendTx		=	1'b1;
					reset_UART_READY	= 1'b0;
					HRDATA_OUT_Instr = HRDATA_IN_INSTR_MEMORY;
					HRDATA_OUT_Data = 'h0;
					HWDATA_OUT = HWDATA_IN;
				end
				UART_RX:
				begin
					enable_LEDS 		= 1'b0;
					enable_SWITCHES 	= 1'b0;
					enable_MemWrite	= MemWrite;
					enable_SendTx		=	1'b0;
					reset_UART_READY	= 1'b1;
					HRDATA_OUT_Instr = HRDATA_IN_INSTR_MEMORY;
					HRDATA_OUT_Data = {{24{1'b0}},HRDATA_IN_UART[7:0]};
					HWDATA_OUT = 'h0;
				end
				UART_BUSY:
				begin
					enable_LEDS 		= 1'b0;
					enable_SWITCHES 	= 1'b0;
					enable_MemWrite	= MemWrite;
					enable_SendTx		=	1'b0;
					reset_UART_READY	= 1'b0;
					HRDATA_OUT_Instr = HRDATA_IN_INSTR_MEMORY;
					HRDATA_OUT_Data = {{31{1'b0}},HRDATA_IN_UART_BUSY};
					HWDATA_OUT = HWDATA_IN;
				end
				UART_READY:
				begin
					enable_LEDS 		= 1'b0;
					enable_SWITCHES 	= 1'b0;
					enable_MemWrite	= MemWrite;
					enable_SendTx		=	1'b0;
					reset_UART_READY	= 1'b0;
					HRDATA_OUT_Instr = HRDATA_IN_INSTR_MEMORY;
					HRDATA_OUT_Data = {{31{1'b0}},HRDATA_IN_UART_READY};
					HWDATA_OUT = 'h0;
				end
				default:
				begin
					enable_LEDS 		= 1'b0;
					enable_SWITCHES 	= 1'b1;
					enable_MemWrite	= 1'b0;
					enable_SendTx		=	1'b0;
					reset_UART_READY	= 1'b1;
					HRDATA_OUT_Instr = HRDATA_IN_INSTR_MEMORY;
					HRDATA_OUT_Data = HRDATA_IN_DATA_MEMORY;
					HWDATA_OUT = 'h0;
				end
			endcase
    end
endmodule
$ cat /design/flow/run.sh
#!/bin/bash
# OpenROAD 26Q1-2900-gdf79404cd8, Yosys 0.63+post, stock flow scripts
make -C /OpenROAD-flow-scripts/flow DESIGN_CONFIG=/design/flow/config.mk WORK_HOME=/design/flow/orfs finish
$ cat /design/flow/config.mk
export PLATFORM = sky130hd
export DESIGN_NAME = PCH
export DESIGN_NICKNAME = PCH
export VERILOG_FILES = /design/flow/design.v
export SDC_FILE = /design/flow/constraint.sdc
export NUM_CORES = 4
export LEC_CHECK = 1
export CORE_AREA = 10 10 113 113
export DIE_AREA = 0 0 123 123
$ cat /design/flow/constraint.sdc
current_design PCH

set clk_period 18.2
set clk_io_pct 0.2

create_clock -name clk0 -period $clk_period

set non_clock_inputs [all_inputs -no_clocks]
set_input_delay [expr $clk_period * $clk_io_pct] -clock clk0 $non_clock_inputs
set_output_delay [expr $clk_period * $clk_io_pct] -clock clk0 [all_outputs]
==> Slide: Implementation Results <==
Key Metrics from the Run

Run status
  • Status: finished clean

Placement
  • Buffers on Ports: ~270
  • Post-DP HPWL: 9290 um
  • Placed Area: roughly 0.0042 sq mm
  • GP Congestion: between 0.8 and 0.9

Detailed routing
  • Met1 WL: between 3000 and 4000 um
  • Routed len/inst: between 15 and 20 um
  • Antenna cell count: 0
  • DR iter-0 viols: around 85
  • Via density: about 4.2
  • Uppermost routed layer: met3
  • Via count: about 2.6k
  • Final ANT Viol Nets: 0
  • DRT Wirelength: roughly 11,000 um
  • Met3 WL: 1660 um
  • Routed wl met2: about 5500 um
  • DR pass1 iterations: 4
  • Drt drc: 0

CTS
  • Post CTS Setup Buffer Count: 0
  • Post-CTS Resized: 0
  • CTS Hold Bufs: 0

STA
  • Minimum clock period: 10.07 ns
  • RSZ-0062 raised after global routing: false
  • Final setup vio count: 0
  • Actual slew at the worst max-slew pin: about 0.83 ns
  • Relative slew slack: between 40% and 50%
  • Final slew viol count: 0
  • F_max: about 0.099 GHz
  • Final Hold Vio Count: 0
  • Fin crit share: a little under three fifths
  • Setup TNS: 0 ns

Finish
  • Area delta synth->final: 207%
  • Area taken by flip-flops and latches: 0 sq um
  • Fill count: ~1.0k
  • Flop count: 0
  • CLK BUF: 0
  • Logic area: between 0.001 and 0.0015 sq mm
  • Design area: 0.00417 sq mm
  • Ratio of cells with drive above 1 in the final layout: ~4.0%

Worst setup path
  • Crit. End Element: output pin
  • Most used cell, CP: clkdlybuf4s50_1
  • Worst Path Max Fanout: 32
  • Arrival @ worst endpoint: roughly 6.4 ns
  • Cells along the critical path: clkdlybuf4s50_1, nor4_4, nand4_4, or2_4, a211oi_4, and2_1, clkdlybuf4s50_1
  • Crit path DRT: approximately 15 ns
  • CP Class: in2out
  • Startpoint Class: input port
  • Crit-path max cell delay: between 0.7 and 0.8 ns
  • Crit path max-delay cell type: a211oi_4

Job
  • Log Warnings: 33
  • Max-cap violations: 0

Pwr
  • Flop pwr share: 0%
  • Comb power frac: 100.0%
  • Psw: about 16 uW
  • Sw Share: 23.8%
  • Lkg Pwr: between 1 and 1.5 nW
  • Internal power: 50.0 uW
  • Tot Pwr: between 60 and 70 uW
  • Maximum VDD drop: around 0.000009 V
  • Clk network pwr share: 0%
  • Pwr Density: ~16 mW/mm^2

Die
  • Core Rows: 37
  • FP Core Util: 13.1%
  • Die height: about 120 um
  • Die width: between 100 and 150 um
  • Die area: 0.0151 sq mm
  • Core area: about 0.010 sq mm
  • IO Count: between 200 and 300

Yosys
  • Top area contributor share: 15.2%
  • Post-Synth AOI/OAI Area: 20.8%
  • Most frequent cell after synthesis: nor2b_1
  • YS chip area: 0.00136 sq mm
  • Largest area contributor in the synthesized netlist: nor2b_1
  • Synthesized-area fraction occupied by adder cells: 0%
  • Top area cell types: nor2b_1, and2_1, a21oi_1
  • Mapped Cells: between 200 and 250
  • XOR Share, Synth: 0%
  • Synth Warn #: 1
  • Top cells by count: nor2b_1, a21oi_1, and2_1, nand3_1, nand2_1
  • Syn_area_per_cell: slightly above 6 sq um
  • Basic Gates by Area: around 70%
  • Post-synthesis sequential area ratio: 0%
  • Area fraction in mux cells: 0%
  • Yosys cell count: approximately 220
  • Distinct lib cells: 33
  • Cell area after synthesis: 0.00136 sq mm
  • Dominant comb cell: simple AND/OR/NAND/NOR gates

Hold path
  • Worst Hold Path Cells: 3
  • Hold Crit Class: in2out

Global routing
  • Number of global-route vias before repair: between 2k and 3k
  • Antenna violations before repair: 0
  • GRT Total Usage: around 13%
  • First-pass GRT wire length: 15,300 um
  • Largest net degree at the start of global routing: roughly 71
  • GR Overflow Total: 0
[kinds of logic (layout without fill, tap and decap cells)]
kind of cell | after synthesis | after routing
AND/OR/NAND/NOR | 150 | 150
buffers and inverters | 25 | 279
AND-OR/OR-AND | 47 | 47
[layout by cell type, fill, tap and decap left out, types with 3 or more instances in the layout]
| cell | count |
|---|---|
| nor3_1 | 3 |
| a22oi_1 | 7 |
| a21oi_1 | 32 |
| nor4_4 | 4 |
| buf_4 | 4 |
| nand2b_1 | 4 |
| nand3_1 | 32 |
| nand2_1 | 27 |
| nor2b_1 | 33 |
| and2_1 | 32 |
| clkdlybuf4s50_1 | 272 |
[stage by stage]
stage,hold slack (ns),setup WS (ns),std cells,utilization [%]
final,8.19,8.13,612,40.3
after global routing,8.21,7.90,612,40.3
after CTS,8.19,8.05,612,40.3
after detailed placement,8.19,8.06,612,40.3
after global placement,8.19,8.10,612,40.3
after floorplan,7.34,9.56,222,-
[per-layer routing]
| metal | GRT usage (%) | vias up |
|---|---|---|
| li1 | - | 1275 |
| met1 | 12.9 | 1115 |
| met2 | 24.0 | 161 |
| met3 | 6.94 | 0 |
| met4 | 0 | 0 |
| met5 | 0 | - |
[power by group through the flow]
stage | Clock (mW) | Sequential, mW | Combinational (mW)
4_1_cts | 0 | 0 | 0.0670
5_1_grt | 0 | 0 | 0.0711
6_report | 0 | 0 | 0.0657
[critical path, delay by kind of cell]
| kind | cells | cell delay (ns) |
|---|---|---|
| buffers and inverters | 2 | 0.94 |
| AOI/OAI and AO/OA | 1 | 0.71 |
| and+or+nand+nor | 4 | 1.13 |
[worst paths after layout]
check / from / to / slack [ns]
hold / removal: HWDATA_IN[31] / HWDATA_OUT[31] / 8.19
setup / recovery: HADDR[18] / HWDATA_OUT[17] / 8.13
[area by class of cell]
cell class                 instances  share of cell area (%)
timing repair buffer             277                    66.2
multi-input combinational        197                    29.5
tap                              136                    4.09
inverter                           2                   0.180
No activity file was given, so power comes from the tool's default toggle rates.
